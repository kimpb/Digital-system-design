## /design/flow/constraint.sdc

```tcl
current_design lab4part1

set clk_period 5.5
set clk_io_pct 0.2

create_clock -name clk0 -period $clk_period [get_ports {clk}]

set non_clock_inputs [all_inputs -no_clocks]
set_input_delay [expr $clk_period * $clk_io_pct] -clock clk0 $non_clock_inputs
set_output_delay [expr $clk_period * $clk_io_pct] -clock clk0 [all_outputs]
```

## /design/flow/config.mk

```make
export PLATFORM = sky130hd
export DESIGN_NAME = lab4part1
export DESIGN_NICKNAME = lab4part1
export VERILOG_FILES = /design/flow/design.v
export SDC_FILE = /design/flow/constraint.sdc
export NUM_CORES = 4
export LEC_CHECK = 1
export CORE_UTILIZATION = 30
```

## /design/flow/design.v

```verilog
module lab4part1(
	input wire [7:0] A,  
	input wire clk,
	input wire rst,  
	output reg overflow,
	output reg carry,
	output wire [7:0] sum,
	output wire [6:0] hex3,
	output wire [6:0] hex2,
	output wire [6:0] hex1,
	output wire [6:0] hex0
	);
	reg [7:0] reg_A;  
	reg [7:0] reg_S;  
	wire cout;
	wire ov;
	assign {cout,sum} = reg_A + reg_S;  
	assign ov = ( reg_A[7] & reg_S[7] & (~sum[7]))|((~reg_A[7]) & (~reg_S[7]) & sum[7]); 
	always @ (posedge clk, negedge rst)
	if(~rst) {reg_A, reg_S, carry, overflow} <= {18'b0};  
	else {reg_A, reg_S, carry, overflow} <= {A, sum, cout, ov};
	segdec dec0(.i(reg_A[7:4]), .o(hex3[6:0]));  
	segdec dec1(.i(reg_A[3:0]), .o(hex2[6:0]));
	segdec dec2(.i(reg_S[7:4]), .o(hex1[6:0]));
	segdec dec3(.i(reg_S[3:0]), .o(hex0[6:0]));
endmodule
module segdec  
( input wire [3:0] i,
output reg [6:0] o);
	always @ *
	case(i)  
	4'b0000 : o = {7'b1000000};  
	4'b0001 : o = {7'b1111001};  
	4'b0010 : o = {7'b0100100};  
	4'b0011 : o = {7'b0110000};  
	4'b0100 : o = {7'b0011001};  
	4'b0101 : o = {7'b0010010};  
	4'b0110 : o = {7'b0000010};  
	4'b0111 : o = {7'b1111000};  
	4'b1000 : o = {7'b0000000};  
	4'b1001 : o = {7'b0010000};  
	4'b1010 : o = {7'b0001000};  
	4'b1011 : o = {7'b0000011};  
	4'b1100 : o = {7'b1000110};  
	4'b1101 : o = {7'b0100001};  
	4'b1110 : o = {7'b0000110};  
	4'b1111 : o = {7'b0001110};  
	endcase
endmodule
```

## /design/flow/run.sh

```bash
#!/bin/bash
# OpenROAD 26Q1-2900-gdf79404cd8, Yosys 0.63+post, stock flow scripts
make -C /OpenROAD-flow-scripts/flow DESIGN_CONFIG=/design/flow/config.mk WORK_HOME=/design/flow/orfs finish
```

==> impl_metrics.py <==
# Physical implementation metrics
metrics = {
    "yosys": {
        "synth_cell_types": 38,
        "yosysCellCount": 183,
        "synth_flops": 18,
        "yosys-top-cells-area": "dfrtp_1, ha_1, mux2i_1",
        "syn_avg_cell_area_um2": 9.82,
        "ys_warn_count": 2,
        "yosysChipArea_um2": 1800,
        "syn_area_um2": 1800,
        "postSynthSeqShare": 0.251,
        "yosys.area.top_type": "dfrtp_1",
        "synth_top_area_share": 0.251,
        "netlist_instances": 183,
    },
    "timing": {
        "finClkSkew_ns": 0.00677,
        "slew_violations": 0,
        "worst_pin_slew_ns": 0.496,
        "grt_setup_unrepaired": "false",
        "hold_violations": 0,
        "min_period_ns": 3.81,
        "fmax_ghz": 0.262,
        "min_period_over_period": 0.693,
        "finalSetupTns_ns": 0,
        "max-slew-margin-rel": 0.669,
        "setup_viol": 0,
    },
    "place": {
        "dp_hpwl_mm": 2.75,
        "port_buffers": 47,
        "place.gp.congestion": 0.784,
        "place_area_um2": 2340,
    },
    "clock_network": {
        "clkLatencyLatePin_ns": 0.25,
        "hold_buffers": 0,
        "cts_buffers": 3,
        "post_cts_buffers": 0,
        "tritoncts": "built",
        "cts.root.buffer_cell": "clkbuf_8",
        "cts-resized-gates": 0,
        "clock_path_buffers": 2,
        "cts.sinks": 18,
        "htreeDepth": 1,
        "cts.clk_slew.worst_paths_ns": 0.06,
    },
    "detailed_routing": {
        "detail-route-antenna-nets": 0,
        "vias_per_cell": 4.78,
        "drc": 0,
        "routed_wl_mm": 3.48,
        "avgRoutedWirePerCell_um": 11.6,
        "drtIter0Drc": 50,
        "vias": 1433,
        "drt-pass1-iter-count": 4,
        "antennaDiodeCount": 0,
    },
    "die": {
        "placeableCoreArea_um2": 5640,
        "die_h_um": 79.4,
        "pin_count": 48,
        "num_rows": 27,
        "initial_core_util": 0.319,
        "die_area_um2": 6310,
        "dieWidth_um": 79.4,
    },
    "worst_setup_path": {
        "worstSetupPathType": "reg2out",
        "worstPathArrival_ns": 2.71,
        "cp_data_required_time_ns": 4.40,
        "endpoint_kind": "primary output",
        "startpoint_type": "register",
        "crit_fanout": 7,
    },
    "pwr": {
        "p_leak_nw": 1.09,
        "ir_drop_mv": 0.343,
        "powerDensity_nw_per_um2": 497,
    },
    "global_route": {
        "grt_use_total": 0.117,
        "first_global_vias": 1300,
        "antenna_found_initial": 0,
        "grt_max_degree": 19,
        "grt_overflow": 0,
        "grt_pass1_wl_mm": 5.85,
    },
    "final_layout": {
        "drive_gt1_frac": 0.0789,
        "layout_top_cells": "clkdlybuf4s50_1, ha_1, nor2_1, dfrtp_1, inv_1",
        "mostFrequentLayoutCell": "clkdlybuf4s50_1",
        "syn2layout_area_growth_pct": 33.0,
        "design_area_um2": 2390,
    },
    "flow_run": {
        "cap_violations": 0,
        "warning_count": 46,
    },
    "status": {
        "status": "finished clean",
    },
    "hold_path": {
        "hold_class": "reg2reg",
    },
}
-- worst paths after layout --
path / cells after the start / end / slack, ns / from
max reg2reg: 5 / overflow / 3.33 / reg_S[2]
min reg2reg: 1 / reg_S[0] / 0.67 / reg_A[0]
min: 1 / reg_S[0] / 0.67 / reg_A[0]
max in group asynchronous: 2 / reg_A[0] / 4.13 / rst
min in group asynchronous: 2 / reg_S[4] / 1.17 / rst
max: 7 / sum[6] / 1.69 / reg_S[0]
-- area by class of cell --
class | instances | area [µm²]
clock buffer | 4 | 55.1
fill | 540 | 3250
inverter | 16 | 60.1
multi-input combinational | 142 | 1260
sequential | 18 | 450
tap | 72 | 90.1
timing repair buffer | 48 | 478
-- critical path, cell delays in order, from the launching register on --
cell,delay (ns)
dfrtp_1,0.45
ha_1,0.27
fa_1,0.42
a21o_1,0.20
a21oi_1,0.27
o211ai_1,0.16
xor2_1,0.21
clkdlybuf4s50_1,0.50
-- registers in the layout, indices dropped and copies added, names as in the netlist --
signal,flops
reg_A,8
reg_S,8
overflow,1
carry,1
-- cell usage after synthesis --
cell type  count
a211oi_1       1
a211oi_2       1
a21boi_1       1
a21o_1         1
a21o_2         1
a21oi_1       10
a21oi_4        1
a221oi_2       1
a22o_1         6
a32o_1         3
buf_2          3
clkbuf_1       4
clkinv_1       1
dfrtp_1       18
fa_1           1
ha_1          33
inv_1         15
mux2_1         1
mux2_2         4
mux2i_1       13
mux4_2         4
nand2_1        8
nand2b_1       1
nor2_1        18
nor2b_1        3
nor3_1         1
o211a_1        1
o211ai_1       4
o21ai_0        6
o21ai_1        1
o22ai_1        3
o31ai_1        3
o32ai_1        1
o41a_1         1
or2_2          1
or3b_1         3
xnor2_1        2
xor2_1         3
-- metal layers --
metal | up-vias | track usage | share of wire
li1 | 751 | - | -
met1 | 645 | 0.164 | 0.48
met2 | 35 | 0.201 | 0.47
met3 | 2 | 0.0186 | 0.044
met4 | 0 | 0.00727 | 0.0055
met5 | - | 0 | 0
-- per-stage QoR --
step / std cells / hold slack (ns) / worst slack, ns / power (mW) / utilization
detailed placement: 296 / 0.651 / 1.95 / 1.09 / 0.414
CTS: 300 / 0.683 / 1.66 / 1.21 / 0.424
global route: 300 / 0.716 / 1.54 / 1.32 / 0.424
floorplan: 183 / 0.577 / 2.64 / 0.680 / -
global placement: 296 / 0.644 / 1.97 / 1.10 / 0.414
finish: 300 / 0.671 / 1.69 / 1.19 / 0.424
-- power breakdown --
part	internal [mW]	switching [mW]	leakage, nW
Sequential	0.175	0.0971	0.212
Combinational	0.529	0.282	0.851
Clock	0.0635	0.0411	0.0288
Total	0.767	0.420	1.09
-- cells by family (layout without fill, tap and decap cells) --
group,count (synthesis),after routing,synth area share
AOI/OAI and AO/OA,46,46,0.191
xor gates and xnor gates,5,5,0.0244
adders and majority gates,34,34,0.241
buffers and inverters,23,68,0.0501
DFF,18,18,0.251
muxes,22,22,0.154
and+or+nand+nor,35,35,0.0891
No activity file was given, so power comes from the tool's default toggle rates.
