**flow/design.v**
```verilog
module lab2tff(
input t,
input clk,
input clr,
output reg q  
);
wire D;  
initial
begin
 q <= 1'b0;  
end
assign D = t ^ q;  
always@(posedge clk)  
begin
        if(~clr)  
            q <= 1'b0;
        else q <=  D;  
end
endmodule
module lab2counter(
input wire enable,
input wire clk,
input wire rst,
output wire q0,
output wire q1,
output wire q2,
output wire q3,
output wire q4,
output wire q5,
output wire q6,
output wire q7  
);
lab2tff t1(.t(enable), .clk(clk), .clr(rst), .q(q0));  
lab2tff t2(.t(q0), .clk(clk), .clr(rst), .q(q1));   
lab2tff t3(.t(q1 && q0), .clk(clk), .clr(rst), .q(q2));  
lab2tff t4(.t(q2 && q1 && q0), .clk(clk), .clr(rst), .q(q3));  
lab2tff t5(.t(q3 && q2 && q1 && q0), .clk(clk), .clr(rst), .q(q4));
lab2tff t6(.t(q4 && q3 && q2 && q1 && q0), .clk(clk), .clr(rst), .q(q5));
lab2tff t7(.t(q5 && q4 && q3 && q2 && q1 && q0), .clk(clk), .clr(rst), .q(q6));
lab2tff t8(.t(q6 && q5 && q4 && q3 && q2 && q1 && q0), .clk(clk), .clr(rst), .q(q7));  
endmodule
module lab2test();
 reg clk;
 reg rst = 1;
 reg enable = 1;  
	wire q0;
	wire q1;
	wire q2;
	wire q3;
	wire q4;
	wire q5;
	wire q6;
	wire q7;  
lab2counter u(.clk(clk), 
.rst(rst), 
.enable(enable),
.q0(q0),
.q1(q1),
.q2(q2),
.q3(q3),
.q4(q4),
.q5(q5),
.q6(q6),
.q7(q7)
);  
   initial begin
    #5 clk <= 1'b0;
   end
    always #5 clk=~clk;
endmodule
```
**flow/constraint.sdc**
```tcl
current_design lab2counter

set clk_period 1.3
set clk_io_pct 0.2

create_clock -name clk0 -period $clk_period [get_ports {clk}]

set non_clock_inputs [all_inputs -no_clocks]
set_input_delay [expr $clk_period * $clk_io_pct] -clock clk0 $non_clock_inputs
set_output_delay [expr $clk_period * $clk_io_pct] -clock clk0 [all_outputs]
```
**flow/run.sh**
```bash
#!/bin/bash
# OpenROAD 26Q1-2900-gdf79404cd8, Yosys 0.63+post, stock flow scripts
make -C /OpenROAD-flow-scripts/flow DESIGN_CONFIG=/design/flow/config.mk WORK_HOME=/design/flow/orfs finish
```
**flow/config.mk**
```make
export PLATFORM = sky130hd
export DESIGN_NAME = lab2counter
export DESIGN_NICKNAME = lab2counter
export VERILOG_FILES = /design/flow/design.v
export SDC_FILE = /design/flow/constraint.sdc
export NUM_CORES = 4
export LEC_CHECK = 1
export CORE_AREA = 10 10 70 70
export DIE_AREA = 0 0 80 80
```
==> impl_metrics.py <==
# Flow results
metrics = {
    "yosys": {
        "mux_area_share_pct": 0,
        "topCellsByArea": "dfxtp_1, and2_1, nand4_4, or3_1, xnor2_1",
        "syn-cell-area_um2": 334,
        "xor_share_pct": 10.5,
        "top_area_cell": "dfxtp_1",
        "aoi_share_pct": 11.2,
        "top_cells_by_count": "dfxtp_1, and2_1, o21ai_0, or3_1",
        "ys_sh_adder_pct": 3.75,
        "ys_cells": 32,
        "flop_cell": "dfxtp_1",
        "ys_warn_count": 1,
        "syn_area_per_cell_um2": 10.4,
        "netlist.area_leader.share_pct": 47.9,
        "top_logic_kind": "simple AND/OR/NAND/NOR gates",
        "syn_inst": 32,
        "async_flop_share_pct": 0,
        "synth_chip_area_um2": 334,
        "edf_count": 0,
        "ys_seq_share_pct": 47.9,
        "synth_cell_types": 13,
        "ys_sh_simple_pct": 25.5,
        "synth_dominant_cell_count": "dfxtp_1",
        "ys_seq_elements": 8,
    },
    "route": {
        "antenna_left": 0,
        "vias": 302,
        "first_pass_iters": 2,
        "drtIter0Drc": 32,
        "drcViolationCount": 0,
        "via_per_inst": 3.11,
        "wire_per_inst_um": 8.77,
        "antennaDiodeCount": 0,
        "wl_um": 851,
    },
    "setup_path": {
        "cp_max_fo": 7,
        "critPathRequiredTime_ns": 1.48,
        "crit_path_top_delay_cell": "or3_1",
        "crit_path_end_kind": "register",
        "path_buffers": 1,
        "slowest_delay_ns": 0.38,
        "cp-start-kind": "register",
        "cp_cell_sequence": "buf_4, nand4_4, or3_1, a21boi_1",
        "cp.arrival_ns": 1.38,
        "critPathTopFamily": "simple AND/OR/NAND/NOR gates",
        "crit_type": "reg2reg",
    },
    "clock_network": {
        "h-tree-depth": 1,
        "cts_tree": "done",
        "numCtsBuffers": 3,
        "path_clk_slew_ns": 0.05,
        "cts-hold-fix-buffers": 0,
        "insertion_delay_ns": 0.25,
        "clock_sinks": 8,
        "clock_path_buffers": 2,
        "root_buffer": "clkbuf_4",
    },
    "die": {
        "initial_utilization_pct": 9.78,
        "io_pins": 11,
        "core-area_um2": 3420,
        "die_w_um": 80,
        "rows": 21,
        "die_y_um": 80,
        "chipArea_um2": 6400,
    },
    "final_timing": {
        "hold_viol": 0,
        "worst_pin_slew_ns": 0.234,
        "fin_crit_ns": 1.21,
        "fin_crit_sh_pct": 92.7,
        "slew_headroom_pct": 84.3,
        "rsz0062_at_grt": "false",
        "setup_violations": 0,
        "drv_slew": 0,
        "fin_tns_setup_ns": 0,
        "max_freq_mhz": 830,
        "finClkSkew_ns": 0.00229,
        "fin_hold_ws_ns": 0.481,
    },
    "power": {
        "p_leak_nw": 0.281,
        "pwr-share-seq_pct": 51.0,
        "p_clk_share_pct": 37.0,
        "combPwrFrac_pct": 12.0,
        "power.switching_uw": 111,
        "p_int_uw": 393,
        "p_per_area_nw_per_um2": 871,
        "vdd.ir_drop.worst_v": 0.000400,
        "switching_share_pct": 22.1,
    },
    "outcome": {
        "status": "complete, no violations",
    },
    "layout": {
        "num-fill-cells": 390,
        "drive_above_1_share_pct": 35.3,
        "area_delta_synth_final_pct": 73.4,
    },
    "grt": {
        "groute.usage.overall_pct": 2.88,
        "grt_pass1_wl_um": 1440,
        "grt_pass1_vias": 339,
        "globalRoute.totalOverflow": 0,
        "grt_max_degree": 9,
        "antenna_found_initial": 0,
    },
    "job": {
        "cap_violations": 0,
        "tool_warnings": 25,
    },
    "place": {
        "gp_congestion": 0.703,
        "numPortBuffers": 10,
        "place_hpwl_um": 551,
    },
    "worst_hold_path": {
        "hold_path_class": "reg2reg",
    },
}
metal layers:
layer | routed length, µm | vias to the layer above | track usage [%]
met3 | 135 | 0 | 2.73
met5 | 0 | - | 0
li1 | - | 152 | -
met1 | 473 | 135 | 3.81
met4 | 0 | 0 | 0.352
met2 | 242 | 15 | 3.29
worst register-to-register path, stage by stage (launching register included):
cell and delay (ns):
dfxtp_4 0.34, buf_4 0.12, nand4_4 0.16, or3_1 0.38
a21boi_1 0.13
power groups by stage:
stage	Clock, mW	Combinational (mW)	Sequential [mW]
4_1_cts	0.189	0.0607	0.257
5_1_grt	0.212	0.0684	0.258
6_report	0.187	0.0607	0.257
final cells by class:
type / instances / area [µm²] / share of cell area (%)
clock buffers: 3 / 22.5 / 3.89
repair buffers: 16 / 143 / 24.6
flip-flops and latches: 8 / 183 / 31.5
well taps: 46 / 57.6 / 9.94
multi-input cells: 23 / 170 / 29.4
inverters: 1 / 3.75 / 0.648
timing repair:
item / CTS / global route
endpoints found under the setup margin: 8 / 2
buffers inserted: 6 / 0
gates resized: 19 / 2
logic make-up (layout without fill, tap and decap cells):
group / Yosys count / after routing
XOR/XNOR: 4 / 4
buffers and inverters: 1 / 20
AND/OR/NAND/NOR: 12 / 12
AND-OR/OR-AND: 6 / 6
flip-flops: 8 / 8
adder cells (fa/ha/maj): 1 / 1
final timing paths:
| check | start | slack, ns | endpoint | cells after the start |
|---|---|---|---|---|
| setup / recovery | t2.q$_SDFF_PN0_ | 0.09 | t7.q$_SDFF_PN0_ | 4 |
| hold / removal | t8.q$_SDFF_PN0_ | 0.48 | t8.q$_SDFF_PN0_ | 2 |
| setup reg to reg | t2.q$_SDFF_PN0_ | 0.09 | t7.q$_SDFF_PN0_ | 4 |
| hold reg to reg | t8.q$_SDFF_PN0_ | 0.48 | t8.q$_SDFF_PN0_ | 2 |
stage by stage:
step	instance area, µm²	setup slack, ns	power [mW]	cells	util (%)
after CTS	574	0.00478	0.507	97	16.8
final	579	0.0949	0.505	97	17.0
after global placement	492	0.103	0.318	88	14.4
after global routing	579	0.00704	0.538	97	17.0
after floorplan	334	0.240	0.287	32	-
after detailed placement	492	0.0975	0.318	88	14.4
flip-flops by register name, summed over array words and instances, names as in the netlist:
| name | flops |
|---|---|
| t8.q | 1 |
| t7.q | 1 |
| t3.q | 1 |
| t1.q | 1 |
| t5.q | 1 |
| t2.q | 1 |
| t6.q | 1 |
| t4.q | 1 |
cells in the final DEF, fill, tap and decap left out:
| cell | Yosys | routed |
|---|---|---|
| dlygate4sd2_1 | 0 | 6 |
| buf_4 | 0 | 6 |
| and2_1 | 5 | 5 |
| dfxtp_4 | 0 | 5 |
| o21ai_0 | 3 | 3 |
| or3_1 | 3 | 3 |
| clkbuf_4 | 0 | 3 |
| dfxtp_2 | 0 | 3 |
| nand3_1 | 2 | 2 |
| a21boi_1 | 2 | 2 |
| xnor2_1 | 2 | 2 |
| xor2_1 | 2 | 2 |
| clkdlybuf4s50_1 | 0 | 2 |
| dlymetal6s2s_1 | 0 | 2 |
| nand4_4 | 1 | 1 |
| inv_1 | 1 | 1 |
| a21boi_0 | 1 | 1 |
| nand2_1 | 1 | 1 |
| ha_1 | 1 | 1 |
Power is estimated from default activity; no workload was simulated.
