==> design/flow/config.mk <==
export PLATFORM = sky130hd
export DESIGN_NAME = lab2part3
export DESIGN_NICKNAME = lab2part3
export VERILOG_FILES = /design/flow/design.v
export SDC_FILE = /design/flow/constraint.sdc
export NUM_CORES = 4
export LEC_CHECK = 1
export CORE_AREA = 10 10 82 82
export DIE_AREA = 0 0 92 92
==> design/flow/constraint.sdc <==
current_design lab2part3

set clk_period 2.7
set clk_io_pct 0.2

create_clock -name clk0 -period $clk_period [get_ports {clk}]

set non_clock_inputs [all_inputs -no_clocks]
set_input_delay [expr $clk_period * $clk_io_pct] -clock clk0 $non_clock_inputs
set_output_delay [expr $clk_period * $clk_io_pct] -clock clk0 [all_outputs]
==> design/flow/design.v <==
module lab2part3(
input wire clk,
input wire rst,
input wire en,
output reg [15:0] Q
);  
always @(posedge clk, posedge rst)  
if(rst) Q <= 16'b0;
else if(en) Q <= Q + 16'b1;  
endmodule
`timescale 10ps/10ps  
module lab2part3test();
reg clk;
reg rst;
reg en; 
wire [15:0] Q;  
initial begin
clk = 0;
rst = 0;
en = 1;
#5 rst = 1;
#5 rst = 0;  
end
lab2part3 u(.clk(clk), .rst(rst), .en(en), .Q(Q));  
always #5 clk = ~clk;
endmodule
==> design/flow/run.sh <==
#!/bin/bash
# OpenROAD 26Q1-2900-gdf79404cd8, Yosys 0.63+post, stock flow scripts
make -C /OpenROAD-flow-scripts/flow DESIGN_CONFIG=/design/flow/config.mk WORK_HOME=/design/flow/orfs finish
==> impl_metrics.tcl <==
# flow metrics
set metrics [dict create \
    rr_startpoint "Q[0]" \
    yosysChipArea_um2 711 \
    combPwrFrac_pct 25.2 \
    finalSetupTns_ns 0 \
    warning_count 25 \
    layout.area.comb_um2 303 \
    largest_register "Q" \
    hold_viol 0 \
    post-dp-hpwl_um 1290 \
    synth_flops 16 \
    final_layout_top_logic_cells "18 x clkdlybuf4s50_1, 16 x dfrtp_1, 10 x xnor2_1" \
    use_met1_pct 5.29 \
    busiest_layer "met2" \
    gp_congestion 0.747 \
    slowest_stage "clkdlybuf4s50_1" \
    wl_um 1640 \
    avgSynthCellArea_um2 12.5 \
    ctsResizeCount 0 \
    pwr-share-clk_pct 26.5 \
    row_count 26 \
    setup_violations 0 \
    ctsHoldBuffers 0 \
    critical_path.endpoint "Q[13]" \
    vias 486 \
    power_per_cell_area_nw_per_um2 749 \
    use_met3_pct 1.73 \
    die_width_um 92 \
    max_stage_delay_ns 0.64 \
    crit_required_ns 2.82 \
    placed_cell_area_um2 978 \
    numCtsBuffers 3 \
    outcome "finished clean" \
    startpoint "en" \
    met2_usage_pct 6.24 \
    grt.overflow.total 0 \
    largest_register_ffs 16 \
    antenna_found_initial 0 \
    path_delay_family "simple AND/OR/NAND/NOR gates" \
    peakVddDrop_mv 0.512 \
    synth_cell_type_count 16 \
    fp_util_pct 14.0 \
    path_class "primary input to flip-flop" \
    drt_pass1_iterations 2 \
    p_seq_share_pct 48.2 \
    cts-root-buf "clkbuf_8" \
    cts_buffer_depth 2 \
    yosys.area.top_type "dfrtp_1" \
    switching_share_pct 28.4 \
    io_buffers 18 \
    drc 0 \
    cp.arrival_ns 1.99 \
    ant_nets 0 \
    finalInstanceArea_um2 1030 \
    grt_max_degree 17 \
    period_minus_slack_ns 1.86 \
    max_clock_freq_ghz 0.536 \
    cts_tree "done" \
    synth_seq_share_pct 56.3 \
    largestRegisters "Q x16" \
    synth_area_um2 711 \
    cts_max_level 1 \
    grt_setup_unrepaired "false" \
    hold_path.class "flip-flop to flip-flop" \
    yosys_warnings 1 \
    rr_worst_depth 5 \
    clock-sinks 16 \
    r2r_end "Q[14]" \
    worst-path-max-fanout 6 \
    grt_pass1_vias 531 \
    clk_pin_slew_worst_paths_ns 0.06 \
    pin_count 19 \
    cp.depth 5 \
    grt_use_total_pct 3.98 \
    final.setup_skew_ns 0.00455 \
    crit_chain "clkdlybuf4s50_1 -> nand4_4 -> nor4_4 -> nand3_1 -> xnor2_1" \
    core_area_um2 5070 \
    vias_per_cell 3.26 \
    lay_top_count "clkdlybuf4s50_1" \
    synth_top_area_share_pct 56.3 \
    endpoint_kind "flip-flop" \
    finalCritPeriodShare_pct 69.1 \
    n_antenna_cell 0 \
    clock.latency.late_pin_ns 0.24 \
    synthToLayoutAreaGrowth_pct 45.4 \
    slew_violations 0 \
    layout-drive-gt1-share_pct 10.1 \
    crit_buf_inv 1 \
    syn_inst 57 \
    p_int_w 0.000554 \
    routedWlPerCell_um 11.0 \
    p_sw_w 0.000220 \
    drv_cap 0 \
    dieArea_um2 8460 \
    worstMarginPinSlew_ns 0.587 \
    relSlewSlack_pct 60.8 \
    yosys_cells 57 \
    drtIter0Drc 6 \
    leakage_nw 0.414 \
    die_h_um 92 \
    grt_pass1_wl_um 2730 \
    register_area_um2 400 \
    post_cts_buffers 0 \
    startpoint_type "primary input" \
    area_leaders "dfrtp_1 56%, xnor2_1 12%, xor2_1 6.2%" \
    r2r_slack_ns 1.25 \
    fill_cells 562 \
]
-- cell families (layout without fill, tap and decap cells) --
kind of cell	Yosys count	count (layout)	synth area share, %
AND/OR/NAND/NOR	22	22	20.8
flip-flops	16	16	56.3
XOR/XNOR	15	15	18.5
buffers and inverters	2	24	1.06
adder cells (fa/ha/maj)	1	1	1.76
multiplexers	1	1	1.58
-- worst min-delay path by stage --
| stage | depth (start not counted) | start | slack (ns) | to |
|---|---|---|---|---|
| CTS | 1 | Q[15] | 0.51 | Q[15] |
| global route | 1 | Q[9] | 0.53 | Q[9] |
| finish | 1 | Q[15] | 0.50 | Q[15] |
-- power groups by stage --
stage                 clock (W)  combinational, W  sequential [W]
final                  0.000206          0.000195        0.000374
after global routing   0.000221          0.000223        0.000382
after CTS              0.000209          0.000206        0.000372
-- final cells by class --
| type | count | area share, % |
|---|---|---|
| Timing Repair Buffer | 18 | 17.4 |
| Sequential cell | 16 | 38.7 |
| Inverter | 2 | 0.726 |
| Multi-Input combinational cell | 39 | 29.3 |
| Tap cell | 70 | 8.47 |
| Clock buffer | 4 | 5.33 |
-- cell usage after synthesis --
master / instances
and3_1: 1
dfrtp_1: 16
nand2_1: 5
ha_1: 1
or2_1: 1
nand4_1: 3
nor4_4: 1
mux2_2: 1
nor3_2: 1
inv_1: 2
nor2_1: 3
nand3_1: 5
xnor2_1: 10
and4_1: 1
nand4_4: 1
xor2_1: 5
-- worst reg2reg max path: stages (launching register included) --
cell and delay (ns):
dfrtp_1 0.45, ha_1 0.24, nand2_1 0.09, nor3_2 0.28, nand3_1 0.14, xnor2_1 0.14
-- layer usage --
layer  share of wire, %  vias up
met5                  0        -
met4                  0        0
met3                5.6        0
met2                 44       12
met1                 50      238
li1                   -      236
-- metrics by stage --
stage	worst slack [ns]	instances	utilization (%)	power [W]	hold WS [ns]
after floorplan	1.38	57	-	0.000436	0.424
after global placement	0.635	145	19.3	0.000564	0.481
after detailed placement	0.587	145	19.3	0.000576	0.501
after CTS	0.823	149	20.4	0.000787	0.509
after global routing	0.674	149	20.4	0.000826	0.526
final	0.836	149	20.4	0.000775	0.496
Power figures rest on the tool's default switching activity, not on a simulated workload.
